File: run.sh
#!/bin/bash
# OpenROAD 26Q1-2900-gdf79404cd8, Yosys 0.63+post, stock flow scripts
make -C /OpenROAD-flow-scripts/flow DESIGN_CONFIG=/design/flow/config.mk WORK_HOME=/design/flow/orfs finish
File: config.mk
export PLATFORM = sky130hd
export DESIGN_NAME = Seg7LED
export DESIGN_NICKNAME = Seg7LED
export VERILOG_FILES = /design/flow/design.v
export SDC_FILE = /design/flow/constraint.sdc
export NUM_CORES = 4
export LEC_CHECK = 1
export CORE_AREA = 10 10 100 100
export DIE_AREA = 0 0 110 110
File: constraint.sdc
current_design Seg7LED

set clk_period 4.2
set clk_io_pct 0.2

create_clock -name clk0 -period $clk_period [get_ports {clock}]

set non_clock_inputs [all_inputs -no_clocks]
set_input_delay [expr $clk_period * $clk_io_pct] -clock clk0 $non_clock_inputs
set_output_delay [expr $clk_period * $clk_io_pct] -clock clk0 [all_outputs]
File: design.v
module Seg7LED(  
  input        clock,  
  input        reset,  
  input  [3:0] io_digits_0,  
  input  [3:0] io_digits_1,  
  input  [3:0] io_digits_2,  
  input  [3:0] io_digits_3,  
  output [6:0] io_seg7led_cathodes,  
  output [3:0] io_seg7led_anodes  
);
  reg [16:0] value;  
  reg [31:0] _RAND_0;
  wire  digitChange;  
  wire [17:0] _T_33;  
  wire [16:0] _T_34;  
  wire [16:0] _GEN_0;  
  reg [1:0] value_1;  
  reg [31:0] _RAND_1;
  wire [2:0] _T_41;  
  wire [1:0] _T_42;  
  wire [1:0] _GEN_2;  
  wire [3:0] _GEN_4;  
  wire [3:0] _GEN_5;  
  wire [3:0] _GEN_6;  
  wire  _T_46;  
  wire  _T_49;  
  wire  _T_52;  
  wire  _T_55;  
  wire  _T_58;  
  wire  _T_61;  
  wire  _T_64;  
  wire  _T_67;  
  wire  _T_70;  
  wire  _T_73;  
  wire  _T_76;  
  wire  _T_79;  
  wire  _T_82;  
  wire  _T_85;  
  wire  _T_88;  
  wire  _T_91;  
  wire [6:0] _T_93;  
  wire [6:0] _T_94;  
  wire [6:0] _T_95;  
  wire [6:0] _T_96;  
  wire [6:0] _T_97;  
  wire [6:0] _T_98;  
  wire [6:0] _T_99;  
  wire [6:0] _T_100;  
  wire [6:0] _T_101;  
  wire [6:0] _T_102;  
  wire [6:0] _T_103;  
  wire [6:0] _T_104;  
  wire [6:0] _T_105;  
  wire [6:0] _T_106;  
  wire [6:0] _T_107;  
  reg [3:0] anodes;  
  reg [31:0] _RAND_2;
  wire [2:0] _T_111;  
  wire  _T_112;  
  wire [3:0] _T_113;  
  wire [3:0] _GEN_7;  
  assign digitChange = value == 17'h1869f;  
  assign _T_33 = value + 17'h1;  
  assign _T_34 = value + 17'h1;  
  assign _GEN_0 = digitChange ? 17'h0 : _T_34;  
  assign _T_41 = value_1 + 2'h1;  
  assign _T_42 = value_1 + 2'h1;  
  assign _GEN_2 = digitChange ? _T_42 : value_1;  
  assign _GEN_4 = 2'h1 == value_1 ? io_digits_1 : io_digits_0;  
  assign _GEN_5 = 2'h2 == value_1 ? io_digits_2 : _GEN_4;  
  assign _GEN_6 = 2'h3 == value_1 ? io_digits_3 : _GEN_5;  
  assign _T_46 = _GEN_6 == 4'h0;  
  assign _T_49 = _GEN_6 == 4'h1;  
  assign _T_52 = _GEN_6 == 4'h2;  
  assign _T_55 = _GEN_6 == 4'h3;  
  assign _T_58 = _GEN_6 == 4'h4;  
  assign _T_61 = _GEN_6 == 4'h5;  
  assign _T_64 = _GEN_6 == 4'h6;  
  assign _T_67 = _GEN_6 == 4'h7;  
  assign _T_70 = _GEN_6 == 4'h8;  
  assign _T_73 = _GEN_6 == 4'h9;  
  assign _T_76 = _GEN_6 == 4'ha;  
  assign _T_79 = _GEN_6 == 4'hb;  
  assign _T_82 = _GEN_6 == 4'hc;  
  assign _T_85 = _GEN_6 == 4'hd;  
  assign _T_88 = _GEN_6 == 4'he;  
  assign _T_91 = _GEN_6 == 4'hf;  
  assign _T_93 = _T_91 ? 7'he : 7'h7f;  
  assign _T_94 = _T_88 ? 7'h6 : _T_93;  
  assign _T_95 = _T_85 ? 7'h21 : _T_94;  
  assign _T_96 = _T_82 ? 7'h46 : _T_95;  
  assign _T_97 = _T_79 ? 7'h3 : _T_96;  
  assign _T_98 = _T_76 ? 7'h8 : _T_97;  
  assign _T_99 = _T_73 ? 7'h10 : _T_98;  
  assign _T_100 = _T_70 ? 7'h0 : _T_99;  
  assign _T_101 = _T_67 ? 7'h58 : _T_100;  
  assign _T_102 = _T_64 ? 7'h2 : _T_101;  
  assign _T_103 = _T_61 ? 7'h12 : _T_102;  
  assign _T_104 = _T_58 ? 7'h19 : _T_103;  
  assign _T_105 = _T_55 ? 7'h30 : _T_104;  
  assign _T_106 = _T_52 ? 7'h24 : _T_105;  
  assign _T_107 = _T_49 ? 7'h79 : _T_106;  
  assign _T_111 = anodes[2:0];  
  assign _T_112 = anodes[3];  
  assign _T_113 = {_T_111,_T_112};  
  assign _GEN_7 = digitChange ? _T_113 : anodes;  
  assign io_seg7led_cathodes = _T_46 ? 7'h40 : _T_107;  
  assign io_seg7led_anodes = anodes;  
  always @(posedge clock) begin
    if (reset) begin
      value <= 17'h0;
    end else begin
      if (digitChange) begin
        value <= 17'h0;
      end else begin
        value <= _T_34;
      end
    end
    if (reset) begin
      value_1 <= 2'h0;
    end else begin
      if (digitChange) begin
        value_1 <= _T_42;
      end
    end
    if (reset) begin
      anodes <= 4'h1;
    end else begin
      if (digitChange) begin
        anodes <= _T_113;
      end
    end
  end
endmodule
==> deck_impl_summary.md <==
Implementation Results

Synthesis
  – Simple logic cell fraction of the synthesized area: 30.84%
  – Synth area leaders: dfxtp_1 32%, nand3_1 4.5%, xnor2_1 4.3%
  – Mapped Avg Cell Area: 8.521 µm²
  – Post-Syn Area: between 1000 and 1500 µm²
  – Count leader, synth: dfxtp_1
  – Post-synth top cells: 23 x dfxtp_1, 16 x nor2_1, 13 x nand3_1, 9 x a21oi_1
  – Post-Synth Adder-Cell Area: ~3.5%
  – Max-area cell share: 31.97%
  – Flops & latches, synth: 23
  – Yosys Instances: around 170
  – Largest area contributor in the netlist: dfxtp_1
  – Synth Area in Compound Gates: 18.25%
  – Post-synthesis sequential area ratio: 31.97%
  – Async set or reset register ratio after synthesis: 0%
  – Yosys synthesis chip area: 1440 µm²
  – Synth Warn #: 1
  – Gate count after technology mapping: about 170
  – Cell variety after synth: 44
  – Xor/xnor share of the synthesized area: under 10%
  – Post-synth tally of flip-flops with integrated enable: 0
  – Mux cell area share: 3.475%
  – Ys flop type: dfxtp_1
  – Logic family by area: simple AND/OR/NAND/NOR gates

Placement
  – RePlAce Congestion: 0.8364
  – IO buf count: 28
  – Post-place setup slack: slightly below 0.4 ns
  – Placed Cells: slightly below 300
  – Post-DP HPWL: 2562 µm

Pwr
  – Sw frac: 23.54%
  – Pleak: 0.0005525 µW
  – Register share of total power: a little over half
  – Net switching power: 99.49 µW
  – Power Internal: 323.2 µW
  – Worst-case vdd ir drop: 0.1350 mV
  – Gate power share: ~14%
  – Clock network power share: approximately a third
  – Power Total: 422.6 µW
  – Pwr/cell area: 227.3 nW/µm²

STA
  – Unrepaired setup endpoints after global routing: false
  – Fin Setup TNS: 0 ns
  – Fmax: 261.5 MHz
  – Worst hold slack: 0.4722 ns
  – Setup ws final: 0.3753 ns
  – Tmin final: between 3 and 4 ns
  – Max Clock Skew: 0.0007969 ns
  – Slew margin rel.: 49.00%
  – Pins Over Slew Limit: 0
  – Final hold vios: 0
  – Final Cycle Share: between 90% and 100%
  – Worst Tran Pin Value: 0.7636 ns
  – Final setup fails: 0

GRT
  – Grt total ovfl: 0
  – Initial antenna violation count: 0
  – First-pass GRT wire length: 5388 µm
  – Number of global-route vias before repair: ~1100
  – Total Routing Usage GR: about 5.3%
  – Pin count of the biggest net entering global routing: 18

Critical path
  – CP endpoint kind: primary output
  – Critical Setup Path Class: in -> out
  – Crit path launch type: primary input
  – Crit path required time: 3.36 ns
  – CP Max Fanout: 14
  – CP startpoint: io_digits_1[2]
  – RR Startpoint: value[0]$_SDFF_PP0_
  – Data arrival time of the critical path: 2.98 ns

Clocking
  – Total setup buffers inserted after CTS: 0
  – CTS tree: done
  – Clock Path Buffers: 2
  – Reg clk slew, reported paths: around 0.080 ns
  – TritonCTS Buffers: 3
  – Latency at later pin: 0.26 ns
  – # hold bufs at CTS: 0
  – Clk sinks: 23
  – Cts repair resizes: 0
  – CTS HTree Levels: 1
  – Clk root buf: clkbuf_8

Final layout
  – Comb area: about 910 µm²
  – Final cell count without fillers: 296
  – Share of cells above drive strength 1: 7.732%
  – Fillers: 854
  – Register Area: 460.4 µm²
  – Syn-to-layout area delta: 29.10%

Drt
  – Routed wire length: 3374 µm
  – Antenna cells: 0
  – Vias per cell: about 4.4
  – Initial DRC Count: 68
  – DRT antenna net count: 0
  – Via count of the routed design: 1289
  – DRC errors left: 0
  – Avg WL per Cell: 11.40 µm
  – TritonRoute pass-1 iters: 4

Die
  – Core area: 7807 µm²
  – Initial Util: 18.45%
  – Die Span Y: 110 µm
  – Total die size: between 10000 and 15000 µm²
  – Rows: 32
  – # IOs: 29
  – Die Width: around 110 µm

Hold path
  – Worst Hold Launch: value[0]$_SDFF_PP0_
  – Worst hold path type: reg -> reg

Run
  – Stage-log warning count: 27
  – Max_cap viols: 0

Outcome
  – Status: complete, no violations
==> cell type report <==
class / instances / share of cell area, %
clock buffers: 3 / 2.221
well taps: 102 / 6.864
multi-input cells: 132 / 49.06
repair buffers: 29 / 15.48
flip-flops and latches: 23 / 24.76
inverters: 6 / 1.211
clock inverters: 1 / 0.4038
==> metal layers <==
metal | vias up | GRT usage [%] | share of wire [%]
met3 | 0 | 1.469 | 8.9
li1 | 681 | - | -
met2 | 43 | 7.705 | 40
met5 | - | 0 | 0
met4 | 0 | 0 | 0
met1 | 565 | 8.020 | 51
==> critical path, cell delays in order <==
cell and delay [ns]:
clkdlybuf4s50_1 0.45, mux2i_1 0.07, a211oi_2 0.68, nand2_1 0.20, o221ai_1 0.23, clkdlybuf4s50_1 0.50
==> power by group through the flow <==
stage / clock, µW / sequential, µW / combinational [µW]
4_1_cts: 143 / 223 / 58.9
5_1_grt: 154 / 224 / 64.1
6_report: 141 / 223 / 58.6
==> cells by family after synthesis <==
family / count (synthesis)
mux: 5
buf+inv: 14
flops: 23
fa+ha+maj: 4
xor+xnor: 12
simple gates: 73
compound gates: 38
==> layout by cell type, fill, tap and decap left out, types with 2 or more instances in the layout <==
| cell | synthesis | routed |
|---|---|---|
| dfxtp_1 | 23 | 23 |
| clkdlybuf4s50_1 | 0 | 28 |
| and4_1 | 2 | 2 |
| nor3b_1 | 4 | 4 |
| o211ai_1 | 2 | 2 |
| nand2_1 | 7 | 7 |
| o221ai_1 | 2 | 2 |
| o21ai_0 | 8 | 8 |
| nor2b_1 | 3 | 3 |
| o22ai_1 | 2 | 2 |
| xor2_1 | 5 | 5 |
| or3_1 | 4 | 4 |
| a211o_1 | 2 | 2 |
| ha_1 | 4 | 4 |
| a211oi_1 | 5 | 5 |
| mux2i_1 | 5 | 5 |
| nor4_1 | 3 | 3 |
| or4_1 | 2 | 2 |
| inv_1 | 6 | 6 |
| nand3_1 | 13 | 13 |
| xnor2_1 | 7 | 7 |
| nor2_1 | 16 | 16 |
| clkbuf_8 | 0 | 3 |
| nand4_1 | 8 | 8 |
| a21oi_1 | 9 | 9 |
==> path summary, 6_finish.rpt <==
path                                 end  slack [ns]  depth (start not counted)
hold / removal       value[0]$_SDFF_PP0_        0.47                          1
hold reg to reg      value[0]$_SDFF_PP0_        0.47                          1
setup reg to reg     value[9]$_SDFF_PP0_        2.04                          5
setup / recovery  io_seg7led_cathodes[2]        0.38                          6
==> state kept, by name, summed over array words and instances, names as in the netlist <==
name and flops:
anodes 4, value 17, value_1 2
==> stage by stage <==
step / area, µm² / util (%)
2_1_floorplan: 1440 / -
3_3_place_gp: 1810 / 23.19
3_5_place_dp: 1810 / 23.19
4_1_cts: 1859 / 23.81
5_1_grt: 1859 / 23.81
6_report: 1859 / 23.81
No activity file was given, so power comes from the tool's default toggle rates.
