**run.sh**
```bash
#!/bin/bash
# OpenROAD 26Q1-2900-gdf79404cd8, Yosys 0.63+post, stock flow scripts
make -C /OpenROAD-flow-scripts/flow DESIGN_CONFIG=/design/flow/config.mk WORK_HOME=/design/flow/orfs finish
```
**config.mk**
```make
export PLATFORM = sky130hd
export DESIGN_NAME = Servo
export DESIGN_NICKNAME = Servo
export VERILOG_FILES = /design/flow/design.v
export SDC_FILE = /design/flow/constraint.sdc
export NUM_CORES = 4
export LEC_CHECK = 1
export CORE_AREA = 10 10 83 83
export DIE_AREA = 0 0 93 93
```
**constraint.sdc**
```tcl
current_design Servo

set clk_period 2.9
set clk_io_pct 0.2

create_clock -name clk0 -period $clk_period [get_ports {clock}]

set non_clock_inputs [all_inputs -no_clocks]
set_input_delay [expr $clk_period * $clk_io_pct] -clock clk0 $non_clock_inputs
set_output_delay [expr $clk_period * $clk_io_pct] -clock clk0 [all_outputs]
```
**design.v**
```verilog
module Servo(  
  input        clock,  
  input        reset,  
  input  [3:0] io_degree,  
  output       io_servoPulse  
);
  reg [13:0] value;  
  reg [31:0] _RAND_0;
  wire  pulseUnit;  
  wire [14:0] _T_15;  
  wire [13:0] _T_16;  
  wire [13:0] _GEN_0;  
  reg [7:0] value_1;  
  reg [31:0] _RAND_1;
  wire  _T_21;  
  wire [8:0] _T_23;  
  wire [7:0] _T_24;  
  wire [7:0] _GEN_2;  
  wire [7:0] _GEN_3;  
  wire [4:0] _GEN_4;  
  wire [5:0] _T_28;  
  wire [4:0] _T_29;  
  wire [4:0] _T_30;  
  wire [4:0] _T_31;  
  wire [7:0] _GEN_5;  
  assign pulseUnit = value == 14'h270f;  
  assign _T_15 = value + 14'h1;  
  assign _T_16 = value + 14'h1;  
  assign _GEN_0 = pulseUnit ? 14'h0 : _T_16;  
  assign _T_21 = value_1 == 8'hc7;  
  assign _T_23 = value_1 + 8'h1;  
  assign _T_24 = value_1 + 8'h1;  
  assign _GEN_2 = _T_21 ? 8'h0 : _T_24;  
  assign _GEN_3 = pulseUnit ? _GEN_2 : value_1;  
  assign _GEN_4 = {{1{io_degree[3]}},io_degree};  
  assign _T_28 = $signed(_GEN_4) + $signed(5'shf);  
  assign _T_29 = $signed(_GEN_4) + $signed(5'shf);  
  assign _T_30 = $signed(_T_29);  
  assign _T_31 = $unsigned(_T_30);  
  assign _GEN_5 = {{3'd0}, _T_31};  
  assign io_servoPulse = value_1 <= _GEN_5;  
  always @(posedge clock) begin
    if (reset) begin
      value <= 14'h0;
    end else begin
      if (pulseUnit) begin
        value <= 14'h0;
      end else begin
        value <= _T_16;
      end
    end
    if (reset) begin
      value_1 <= 8'h0;
    end else begin
      if (pulseUnit) begin
        if (_T_21) begin
          value_1 <= 8'h0;
        end else begin
          value_1 <= _T_24;
        end
      end
    end
  end
endmodule
```
==> job_summary.md <==
## Synthesis and layout report

| Metric | Value |
|---|---|
| Outcome | complete, no violations |
| Max Cap Viol | 0 |
| Period minus WS final | 2.75 ns |
| Ant diodes | 0 |
| Mapped Cells | 138 |
| DRC | 0 |
| Worst Setup EP | io_servoPulse |
| Reg2Reg Launch Point | value[0]$_SDFF_PP0_ |
| Placer congestion estimate | 0.834 |
| Relative slew slack | 64.9% |
| Pins Over Slew Limit | 0 |
| Initial antenna violation count | 0 |
| Ys flops | 22 |
| Vias | 972 |
| Filler cell count | 560 |
| Syn avg cell area | 8.51 um^2 |
| Die Y | 93 um |
| Final setup margin | 0.147 ns |
| Setup WS pre-CTS | -0.708 ns |
| Core ar. | 5140 um^2 |
| Hold Slack | 0.482 ns |
| CP endpoint kind | output port |
| Critical Path Fanout Max | 2 |
| Final setup vio count | 0 |
| Fin. Hold Viols | 0 |
| Worst vdd ir | 0.000146 V |
| Post-Syn Area | 1170 um^2 |
| Area figure in the yosys stat output | 1170 um^2 |
| Pre-Place Util | 22.9% |
| WP data arrival | 2.17 ns |
| Share of layout cells above drive strength 1 | 8.90% |
| Uppermost layer routed | met4 |
| CTS sink cnt | 22 |
| Synth unique cells | 32 |
| CTS tree | built |
| Yosys Instances | 138 |
| DRT Pass-1 Iters | 4 |
| Achievable clock frequency | 363 MHz |
| Clock slew at reported path FFs | 0.08 ns |
| P_leak | 0.523 nW |
| Routed Antenna Nets | 0 |
| HPWL after DPL | 1.59 mm |
| PortBufs | 6 |
| Max clock buf depth | 2 |
| Initial DRC count | 60 |
| H-Tree Depth | 1 |
| CTS Buf Count | 3 |
| Tool Warnings | 25 |
| # IOs | 7 |
| Placed cells | 212 |
| DR WL/cell | 10.6 um |
| Synth warn | 1 |
| Clk latency of the worst-skew pair | 0.26 ns |
| Ys async rst share | 0% |
| RSZ-0062 raised after global routing | false |
| First-pass GRT wire length | 4.12 mm |
| Die width | 93 um |
| Final Core Density | 27.7% |
| Reg-to-Reg End | value_1[5]$_SDFFE_PP0P_ |
| Row count | 26 |
| Met3 WL | 12 um |
| DR WL met2 | 1.05 mm |
| FF-to-FF path depth | 5 |
| Met1 Wirelength | 1.19 mm |
| Synthesis-to-finish area growth | 21.1% |
| Vias per cell | 4.50 |
| Most used flip-flop cell | dfxtp_1 |
| Number of global-route vias before repair | 920 |
| Total GRT Usage | 5.41% |
| Actual slew at the worst max-slew pin | 0.527 ns |
| DRT Wirelength | 2.29 mm |
| Register area share after synthesis | 37.5% |
| FF-to-FF setup slack | 0.39 ns |
| CTS Hold Bufs | 0 |
| GRT overflow | 0 |
| CTS Root Cell | clkbuf_8 |
| Power Density | 447 nW/um^2 |
| Fin cells | 216 |
| Die ar. | 8650 um^2 |
| Largest net degree at the start of global routing | 17 |
| Top cell excl fill/tap | dfxtp_1 |
| CP Launch Point | io_degree[1] |
| Crit path required time | 2.32 ns |
| Commonest cells after routing, fill and taps aside | dfxtp_1, nor2_1, nand2_1, nand4_1, ha_1 |
| Min-Delay Path Class | register to register |
| Setup Crit Path Kind | input pin to output port |
| Period utilisation layout | 94.9% |
| Number of synthesized flops with an enable pin | 0 |
| Clk_skew | 0.00474 ns |
| Critical Path Start Type | input pin |
sequential cells by signal, summed over array words and instances (netlist names):
| name | cells |
|---|---|
| value | 14 |
| value_1 | 8 |
per-stage QoR:
| step | setup TNS (ns) | instance area [um^2] | total power, mW |
|---|---|---|---|
| global placement | -0.637 | 1320 | 0.356 |
| CTS | 0 | 1400 | 0.641 |
| floorplan | 0 | 1170 | 0.340 |
| detailed placement | -0.708 | 1320 | 0.357 |
| global route | 0 | 1420 | 0.663 |
| finish | 0 | 1420 | 0.636 |
Yosys cell counts, types with 2 or more instances:
cell | number | area [um^2]
dfxtp_1 | 22 | 440
nor2_1 | 20 | 75.1
ha_1 | 8 | 100
nand2_1 | 8 | 30.0
nand4_1 | 8 | 50.1
nand3_1 | 7 | 35.0
xnor2_1 | 7 | 61.3
xor2_1 | 7 | 61.3
a21oi_1 | 6 | 30.0
inv_1 | 6 | 22.5
or4_1 | 5 | 37.5
and3_1 | 3 | 18.8
clkbuf_1 | 3 | 11.3
o21ai_0 | 3 | 15.0
a21o_1 | 2 | 15.0
and4_1 | 2 | 17.5
nand2b_1 | 2 | 12.5
nor2b_1 | 2 | 12.5
nor3_1 | 2 | 10.0
nor4_1 | 2 | 12.5
o31ai_1 | 2 | 15.0
repair_timing:
action / in CTS / in global routing
setup endpoints to repair: 1 / 1
pin swaps: 4 / 7
gates cloned: 0 / 0
gates resized: 10 / 12
buffers inserted: 0 / 0
logic make-up after synthesis:
family          count (synthesis)  synth area share, %
flops                          22                 37.5
fa+ha+maj                       8                 8.52
simple gates                   66                 30.2
buf+inv                        10                 3.30
compound gates                 17                 9.16
mux                             1                0.852
xor+xnor                       14                 10.4
routing by layer:
layer	global-route usage, %	vias to the layer above
li1	-	512
met1	7.72	448
met2	8.82	10
met3	0.323	2
met4	1.16	0
met5	0	-
worst max-delay path: stages:
cell and delay (ns):
buf_6 0.07, inv_1 0.03, ha_1 0.28, ha_1 0.31, nor2b_4 0.13, o211ai_1 0.15, nand3_1 0.14, a2111oi_4 0.35
buf_2 0.15
how the worst min path moves through the flow:
| stage | start | end | cells past startpoint |
|---|---|---|---|
| after CTS | value[0]$_SDFF_PP0_ | value[0]$_SDFF_PP0_ | 1 |
| after global routing | value[0]$_SDFF_PP0_ | value[0]$_SDFF_PP0_ | 1 |
| final | value[0]$_SDFF_PP0_ | value[0]$_SDFF_PP0_ | 1 |
power breakdown:
| part | internal [mW] | switching, mW |
|---|---|---|
| sequential | 0.305 | 0.00425 |
| clock | 0.184 | 0.0985 |
| combinational | 0.0222 | 0.0213 |
cell type report:
| cell class | count | area, um^2 | share of cell area [%] |
|---|---|---|---|
| Clock buffer | 3 | 41.3 | 2.90 |
| Multi-Input combinational cell | 106 | 727 | 51.1 |
| Tap cell | 70 | 87.6 | 6.16 |
| Timing Repair Buffer | 8 | 73.8 | 5.19 |
| Clock inverter | 1 | 30.0 | 2.11 |
| Sequential cell | 22 | 440 | 31.0 |
| Inverter | 6 | 22.5 | 1.58 |
Power is estimated from default activity; no workload was simulated.
